File: design/flow/config.mk
export PLATFORM = sky130hd
export DESIGN_NAME = Washing_Machine
export DESIGN_NICKNAME = Washing_Machine
export VERILOG_FILES = /design/flow/design.v
export SDC_FILE = /design/flow/constraint.sdc
export NUM_CORES = 4
export LEC_CHECK = 1
export CORE_UTILIZATION = 40
File: design/flow/constraint.sdc
current_design Washing_Machine

set clk_period 4.4
set clk_io_pct 0.2

create_clock -name clk0 -period $clk_period [get_ports {CLK}]

set non_clock_inputs [all_inputs -no_clocks]
set_input_delay [expr $clk_period * $clk_io_pct] -clock clk0 $non_clock_inputs
set_output_delay [expr $clk_period * $clk_io_pct] -clock clk0 [all_outputs]
File: design/flow/design.v
module WMFSM ( 
  input    wire   [1:0]    WMFSM_wash_count,
  input    wire            WMFSM_one_min,
  input    wire            WMFSM_Two_min,
  input    wire            WMFSM_five_min,
  input    wire            WMFSM_coin_in,
  input    wire            WMFSM_double_wash,
  input    wire            WMFSM_timer_pause,
  input    wire            WMFSM_CLK,
  input    wire            WMFSM_RST,
  output   reg             WMFSM_wash_done,
  output   reg             WMFSM_cnt_en,
  output   reg             WMFSM_cnt_done,
  output   reg    [2:0]    Current_State);
  reg      [2:0]     Next_State;
  localparam IDLE       = 3'b000,
  Filing_Water          = 3'b001,
  Washing               = 3'b011,
  Rinsing               = 3'b010,
  spining               = 3'b110,
  pause                 = 3'b111;
  always@(posedge WMFSM_CLK or negedge WMFSM_RST)
  begin
    if(!WMFSM_RST)
      Current_State <= IDLE ;
    else
      Current_State <= Next_State ;
  end
  always@(*)
  begin
    case(Current_State)
      IDLE                   : begin
                                if(WMFSM_coin_in)
                                  Next_State = Filing_Water;
                                else
                                  Next_State = IDLE; 
                               end
      Filing_Water           : begin
                                if(WMFSM_Two_min)
                                  Next_State = Washing;
                                else
                                  Next_State = Filing_Water;
                               end
      Washing               :  begin
                                if(WMFSM_five_min)
                                  Next_State = Rinsing;
                                else
                                  Next_State = Washing;
                               end
      Rinsing               :  begin
                                if(WMFSM_Two_min)
                                  begin
                                    if((WMFSM_wash_count == 2'b01) & (WMFSM_double_wash))
                                      begin
                                        Next_State = Washing;
                                      end
                                    else
                                      begin
                                        Next_State = spining;
                                      end
                                  end
                                else
                                  Next_State = Rinsing;
                               end
      spining               :  begin
                                if(WMFSM_timer_pause)
                                  begin
                                    Next_State = pause;
                                  end
                                else if(WMFSM_one_min)
                                  begin
                                    Next_State = IDLE;
                                  end
                                else
                                  Next_State = spining;
                                end
      pause                 :  begin
                                if(!WMFSM_timer_pause)
                                  Next_State = spining;
                                else
                                  Next_State = pause;
                               end
      default               :  begin
                                Next_State = IDLE;
                               end
    endcase
  end  
  always@(*)
  begin
    case(Current_State)
      IDLE                   : begin
                                WMFSM_wash_done = 1'b1;
                                WMFSM_cnt_en = 1'b0;
                                WMFSM_cnt_done = 1'b1;
                               end
      Filing_Water           : begin
                                WMFSM_wash_done = 1'b0;
                                WMFSM_cnt_en = 1'b1;
                                if(WMFSM_Two_min)
                                  WMFSM_cnt_done = 1'b1;
                                else
                                  WMFSM_cnt_done = 1'b0;
                                end
      Washing               :  begin
                                WMFSM_wash_done = 1'b0;
                                WMFSM_cnt_en = 1'b1;
                                if(WMFSM_five_min)
                                  WMFSM_cnt_done = 1'b1;
                                else
                                  WMFSM_cnt_done = 1'b0;
                               end
      Rinsing               :  begin
                                WMFSM_wash_done = 1'b0;
                                WMFSM_cnt_en = 1'b1;
                                if(WMFSM_Two_min)
                                  WMFSM_cnt_done = 1'b1;
                                else
                                  WMFSM_cnt_done = 1'b0;
                               end
      spining               :  begin
                                WMFSM_cnt_en = 1'b1;
                                WMFSM_cnt_done = 1'b0;
                                if(WMFSM_one_min)
                                  WMFSM_wash_done = 1'b1;
                                else
                                  WMFSM_wash_done = 1'b0;
                               end
      pause                 :  begin
                                WMFSM_wash_done = 1'b0;
                                WMFSM_cnt_en = 1'b0;
                                WMFSM_cnt_done = 1'b0; 
                               end
      default               :  begin
                                WMFSM_wash_done = 1'b1;
                                WMFSM_cnt_en = 1'b0;
                                WMFSM_cnt_done = 1'b0;
                               end
    endcase
  end  
endmodule
module Washing_Machine (
  input    wire    [1:0]    clk_freq,
  input    wire             coin_in,
  input    wire             double_wash,
  input    wire             timer_pause,
  input    wire             CLK,
  input    wire             RST,
  output   wire             wash_done,
  output   wire    [2:0]    current_state);
  wire                 OneMin;
  wire                 TwoMin;
  wire                 FiveMin;
  wire                 SevenMin;
  wire    [1:0]        wash_count;
  wire                 cnt_done;
  wire                 cnt_en;
  WMFSM U0_WMFSM(
  .WMFSM_wash_count(wash_count),
  .WMFSM_one_min(OneMin),
  .WMFSM_Two_min(TwoMin),
  .WMFSM_five_min(FiveMin),
  .WMFSM_coin_in(coin_in),
  .WMFSM_double_wash(double_wash),
  .WMFSM_timer_pause(timer_pause),
  .WMFSM_CLK(CLK),
  .WMFSM_RST(RST),
  .WMFSM_wash_done(wash_done),
  .WMFSM_cnt_en(cnt_en),
  .WMFSM_cnt_done(cnt_done),
  .Current_State(current_state));
  min_Wtimes_cnt U0_min_Wtimes_cnt(
  .CNT_clk_freq(clk_freq),
  .CNT_done(cnt_done),
  .CNT_en(cnt_en),
  .CNT_CLK(CLK),
  .CNT_RST(RST),
  .one_min(OneMin),
  .Two_min(TwoMin),
  .five_min(FiveMin),
  .CNT_wash_count(wash_count));
endmodule
module min_Wtimes_cnt ( 
input    wire    [1:0]    CNT_clk_freq,
input    wire             CNT_done, 
input    wire             CNT_en,
input    wire             CNT_CLK,
input    wire             CNT_RST,
output   wire             one_min,
output   wire             Two_min,
output   wire             five_min,
output   reg     [1:0]    CNT_wash_count);
reg    [23:0]    clocks;
reg    [23:0]    clocks_comb;
reg    [7:0]     seconds;
reg    [7:0]     seconds_comb;
reg    [2:0]     min_comb;
reg    [2:0]     CNT_min;
reg    [1:0]     CNT_wash_count_comb;
reg              clock_finish;
wire             second_finish;
always@(posedge CNT_CLK or negedge CNT_RST)
begin
  if(!CNT_RST)
    begin
      CNT_wash_count <= 2'b0;
      clocks  <= 24'b0;
      seconds <= 8'b0;
      CNT_min <= 3'b0;
    end
  else
    begin
      clocks  <= clocks_comb;
      seconds <= seconds_comb;
      CNT_min <= min_comb;
      CNT_wash_count <= CNT_wash_count_comb;
    end
end
always@(*)
    begin
      clock_finish =1'b0;
      if(CNT_en)
        begin
          case(CNT_clk_freq)
            2'b00         : begin 
                             if(clocks == 24'd9)
                               begin
                                 clock_finish =1'b1;
                                 if(!second_finish)
                                   begin
                                     seconds_comb = seconds + 8'd1;
                                   end
                                 else
                                   begin
                                    seconds_comb = 8'b0;
                                   end
                               end
                             else
                               begin
                                 seconds_comb = seconds;
                               end
                            end
            2'b01         : begin 
                             if(clocks == 24'd19)
                               begin
                                 clock_finish =1'b1;
                                 if(!second_finish)
                                   begin
                                     seconds_comb = seconds + 8'd1;
                                   end
                                 else
                                   begin
                                    seconds_comb = 8'b0;
                                   end
                               end
                             else
                               begin
                                 seconds_comb = seconds;
                               end
                            end
            2'b10         : begin 
                             if(clocks == 24'd39)
                               begin
                                 clock_finish =1'b1;
                                 if(!second_finish)
                                   begin
                                     seconds_comb = seconds + 8'd1;
                                   end
                                 else
                                   begin
                                    seconds_comb = 8'b0;
                                   end
                               end
                             else
                               begin
                                 seconds_comb = seconds;
                               end
                            end
            2'b11         : begin 
                             if(clocks == 24'd79)
                               begin
                                 clock_finish =1'b1;
                                 if(!second_finish)
                                   begin
                                     seconds_comb = seconds + 8'd1;
                                   end
                                 else
                                   begin
                                    seconds_comb = 8'b0;
                                   end
                               end
                             else
                               begin
                                 seconds_comb = seconds;
                               end
                            end
          endcase
        end
      else
        begin
          seconds_comb = seconds;
        end
    end
assign second_finish = (seconds == 8'd59);
always@(*)
begin
  if(CNT_done)
    begin
      min_comb = 3'b0;
    end
  else 
    begin
      if(CNT_en)
        begin
          if(second_finish && clock_finish)
            begin
              min_comb = CNT_min + 3'd1;
            end
          else
            begin
              min_comb = CNT_min;
            end
        end
      else
        begin
          min_comb = CNT_min;
        end
    end
end
always@(*)
begin
  if(CNT_done)
    begin
      clocks_comb = 24'b0;
    end
else if(clock_finish)
    begin
      clocks_comb = 24'b0;
    end
  else
    begin
      if(CNT_en)
        begin
          clocks_comb = clocks +24'd1;
        end
      else
        begin
          clocks_comb = clocks;
        end
    end
end
always@(*)
begin
  if(CNT_en)
    begin
      if(five_min)
        begin
          CNT_wash_count_comb = CNT_wash_count +2'b1;
        end
      else
        begin
          CNT_wash_count_comb = CNT_wash_count;
        end
    end
  else
    begin
      CNT_wash_count_comb = 2'b0;
    end
end
assign one_min = ((CNT_min == 3'b000) && second_finish && clock_finish);
assign Two_min = ((CNT_min == 3'b001) && second_finish && clock_finish);
assign five_min = ((CNT_min == 3'b100) && second_finish && clock_finish);
endmodule
File: design/flow/run.sh
#!/bin/bash
# OpenROAD 26Q1-2900-gdf79404cd8, Yosys 0.63+post, stock flow scripts
make -C /OpenROAD-flow-scripts/flow DESIGN_CONFIG=/design/flow/config.mk WORK_HOME=/design/flow/orfs finish
==> metrics.cfg <==
[die]
io_pins = 11
initCoreUtil_pct = 42.6
die_area_sq_um = 6360
rows = 27
die_x_um = 79.8
core_area_sq_um = 5680
dieHeight_um = 79.8

[worst_setup_path]
r2r_start = U0_min_Wtimes_cnt.clocks[0]
startpoint_type = input port
worstSetupPathType = in -> out
cp.buffers_inverters = 2
cp_top_family = buffers and inverters
max_stage_delay_ns = 0.53
cp_cell_sequence = clkdlybuf4s50_1 > or4bb_1 > o32ai_2 > a32oi_1 > nor2_1 > nand4_1 > a21oi_1 > clkdlybuf4s50_1
crit_top_cell = clkdlybuf4s50_1
cp-end-kind = output port
crit_slowest_cell = clkdlybuf4s50_1
worstPathArrival_ns = 3.29
cp.required_ns = 3.52
crit_path_max_fanout = 4
worstSetupStartpoint = clk_freq[0]

[finish]
fillers = 533
design_area_sq_um = 2640
finalCoreUtilization_pct = 46.6
areaGrowthSynthToFinish_pct = 9.31
drive_gt1_share_pct = 8.01

[logic_synthesis]
ys_warn_count = 2
top_cells_by_area = dfrtp_1, nand2_1, nor2_1
mux_share_pct = 0.414
ys_top_cells_by_count = dfrtp_1, nand2_1, nor2_1, a21oi_1
ys_types = 51
adder_share_pct = 3.62
synth_cells = 277
synth_area_sq_um = 2420
edf_count = 0
simple_gate_share_pct = 28.2
ys_async_sr_fraction_pct = 100
xor_share_pct = 3.98
yosysChipArea_sq_um = 2420
ys_seq_share_pct = 41.4
syn_avg_cell_area_sq_um = 8.73
yosys-stat-cells = 277
post-synth-top-area-cell = dfrtp_1
yosys.cell_count.top_type = dfrtp_1
top_logic_kind = simple AND/OR/NAND/NOR gates
ys.flops = 40
synth-main-ff-cell = dfrtp_1
top_area_share_pct = 41.4
compound_area_share_pct = 17.5

[place]
io_buffers = 10
placed_area_sq_um = 2560
place.gp.congestion = 0.815
hpwlAfterDp_um = 3540

[final_timing]
clock_skew_ns = 0.0138
maxSlewHeadroom_pct = 48.6
hold_viol = 0
drv_slew = 0
clock.fmax_ghz = 0.240
fin_crit_ns = 4.17
setup_tns_ns = 0
rsz0062_at_grt = false
setup_viol = 0
hold-worst-slack_ns = 0.489
finalCritPeriodShare_pct = 94.8
worst_pin_slew_ns = 0.764

[cts]
path_clk_slew_ns = 0.07
ctsResizeCount = 0
cts_max_level = 2
ctsHoldBuffers = 0
cts_buffers = 5
cts_root_buf = clkbuf_8
cts_sinks = 40
clk_latency_ns = 0.30
post-cts-setup-buffers = 0
cts_buffer_depth = 2
cts_tree = done

[routing]
wl_met2_um = 2280
wirelength_met1_um = 2700
drt_iter0_drc = 114
dr.max_layer_used = met4
drt_wl_total_um = 5190
routedWlPerCell_um = 14.5
route.met3.wl_um = 146
viasPerCell = 5.67
first_pass_iters = 4
drcViolationCount = 0
antennaDiodeCount = 0
vias = 2036
ant_nets = 0

[grt]
overflow = 0
grt.total_usage_pct = 18.7
antenna_found_initial = 0
grt_pass1_wl_um = 9220
grt_max_degree = 41
grt_pass1_vias = 1905

[power_and_ir_drop]
power_density_nw_per_um2 = 328
fin_total_pwr_mw = 0.868
leakage_nw = 1.19
vdd_drop_max_uv = 139

[run]
warning_count = 28
maxCapViolCount = 0

[min_path]
hold_class = reg -> reg
min_from = U0_min_Wtimes_cnt.clocks[23]

[status]
status = finished, final reports clean

-- worst register-to-register path, delay by kind of cell (launching register included) --
family	cells	cell delay [ns]
AOI/OAI and AO/OA	4	0.93
and+or+nand+nor	2	0.67
buffers and inverters	1	0.23
DFF	1	0.41
adders and majority gates	1	0.22
-- layout make-up --
class	count	area, sq um	share of cell area (%)
timing repair buffer	15	133	5.02
multi-input combinational	215	1300	49.2
clock buffer	5	68.8	2.60
clock inverter	2	12.5	0.473
tap	72	90.1	3.41
sequential	40	1000	37.9
inverter	10	37.5	1.42
-- cell usage in the layout, fill, tap and decap left out, drive strengths merged, types with 2 or more instances in the layout --
cell and count:
nand2b 5, ha 7, nand2 34, buf 6, nor3b 3, and3 9
o32ai 3, nor4 6, dfrtp 40, clkdlybuf4s50 9, nor2b 2, nand3 16
a31oi 15, a21o 2, nor3 12, nand4 9, xnor2 7, inv 10
a21oi 18, xor2 4, clkbuf 5, o21ai 14, nor2 28
-- per-layer routing --
layer / global-route usage [%] / vias to the layer above
li1: - / 1024
met1: 30.2 / 980
met2: 28.3 / 27
met3: 2.78 / 5
met4: 1.96 / 0
met5: 0 / -
-- per-stage QoR --
step | setup slack (ns) | std cells
2_1_floorplan | 1.42 | 277
3_3_place_gp | 0.230 | 352
3_5_place_dp | 0.220 | 352
4_1_cts | 0.199 | 359
5_1_grt | 0.0494 | 359
6_report | 0.230 | 359
-- flip-flops by register name, summed over array words and instances, names as in the netlist --
name and flops:
U0_min_Wtimes_cnt.seconds 8, U0_WMFSM.Current_State 3, U0_min_Wtimes_cnt.clocks 24, U0_min_Wtimes_cnt.CNT_min 3, U0_min_Wtimes_cnt.CNT_wash_count 2
-- where the power goes --
part | internal (mW) | switching (mW) | total, mW
Combinational | 0.0761 | 0.0882 | 0.164
Clock | 0.108 | 0.133 | 0.241
Sequential | 0.406 | 0.0570 | 0.463
Total | 0.590 | 0.278 | 0.868
-- cells by family (layout without fill, tap and decap cells) --
| family | Yosys count | after routing |
|---|---|---|
| AND/OR/NAND/NOR | 132 | 132 |
| XOR/XNOR | 11 | 11 |
| multiplexers | 1 | 1 |
| flip-flops | 40 | 40 |
| adder cells (fa/ha/maj) | 7 | 7 |
| AND-OR/OR-AND | 64 | 64 |
| buffers and inverters | 22 | 32 |
-- worst paths after layout --
| path | endpoint | slack, ns | depth (start not counted) |
|---|---|---|---|
| worst max-delay path | wash_done | 0.23 | 8 |
| worst min-delay path | U0_min_Wtimes_cnt.clocks[23] | 0.49 | 1 |
| worst max register to register | U0_min_Wtimes_cnt.clocks[15] | 1.83 | 8 |
| worst min register to register | U0_min_Wtimes_cnt.clocks[23] | 0.49 | 1 |
| max in group asynchronous | U0_min_Wtimes_cnt.clocks[18] | 3.40 | 2 |
| min in group asynchronous | U0_min_Wtimes_cnt.clocks[1] | 0.64 | 2 |
Power is estimated from default activity; no workload was simulated.
